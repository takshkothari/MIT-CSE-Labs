==> ./config.mk <==
export PLATFORM = sky130hd
export DESIGN_NAME = qe
export DESIGN_NICKNAME = qe
export VERILOG_FILES = /design/flow/design.v
export SDC_FILE = /design/flow/constraint.sdc
export NUM_CORES = 4
export LEC_CHECK = 1
export CORE_AREA = 10 10 70 70
export DIE_AREA = 0 0 80 80
==> ./constraint.sdc <==
current_design qe

set clk_period 2.2
set clk_io_pct 0.2

create_clock -name clk0 -period $clk_period [get_ports {clk}]

set non_clock_inputs [all_inputs -no_clocks]
set_input_delay [expr $clk_period * $clk_io_pct] -clock clk0 $non_clock_inputs
set_output_delay [expr $clk_period * $clk_io_pct] -clock clk0 [all_outputs]
==> ./design.v <==
module qe(clk,clear,en,Q);
	input clk,clear,en;
	output [3:0] Q;
	TFF s0(en|~en,clk,clear,Q[0]);
	TFF s1(Q[0]&en|~en&~Q[0],clk,clear,Q[1]);
	TFF s2(Q[1]&Q[0]&en|~Q[1]&~Q[0]&~en,clk,clear,Q[2]);
	TFF s3(Q[0]&Q[1]&Q[2]&en|~Q[0]&~Q[1]&~Q[2]&~en,clk,clear,Q[3]);
endmodule
module TFF(t,clk,resetn,q);
	input t,resetn,clk;
	output reg q;
	always@(negedge clk)
	begin
		if(!resetn)
			q <= 0;
		else
		begin
			if(t)
				q <= ~q;
			else
				q <= q;
		end
	end
endmodule
==> ./run.sh <==
#!/bin/bash
# OpenROAD 26Q1-2900-gdf79404cd8, Yosys 0.63+post, stock flow scripts
make -C /OpenROAD-flow-scripts/flow DESIGN_CONFIG=/design/flow/config.mk WORK_HOME=/design/flow/orfs finish
==> flow_summary.toml <==
# synthesis and place-and-route metrics
[clock_tree]
clkTransAtPathRegs_ns = 0.03
htree_levels = 1
cts-buffers-inserted = 3
cts_sinks = 4
insertion_delay_ns = 0.29
cts-hold-fix-buffers = 0
cts_buffer_depth = 2
tritoncts = "yes"
cts_root_buffer = "clkbuf_4"

[detailed_routing]
drc = 0
antenna_cells = 0
firstDrtPassIters = 3
drt_wl_total_um = 553
vias = 196
vias_per_cell = 2.333
drt_iter0_drc = 8
ant_nets = 0
routedWlPerCell_um = 6.583

[final_timing]
grt_setup_unrepaired = "true"
finalHoldViolCount = 0
setup_viol = 4
maxSlewViolCount = 0
relSlewSlack_pct = 84.66
tightest_slew_ns = 0.2280
fin_skew_ns = 0.004709
setup_ws_ns = -0.05197
holdWs_ns = 0.5989

[yosys]
synth_chip_area_um2 = 216.5
ys_ff = 4
ys_cells = 24
synth_cell_types = 15
post-synth-top-area-cell = "dfxtp_1"
netlist_instances = 24
synth_seq_share_pct = 36.99
synth.avg_cell_area_um2 = 9.019
synthTopCellsByArea = "dfxtp_1, buf_4, mux2i_1, nand2b_1, and2b_2"
syn-cell-area_um2 = 216.5
netlist.area_leader.share_pct = 36.99
synth_warnings = 1

[worst_setup_path]
slowest_stage = "dfxtp_2"
cpPeakStageDelay_ns = 0.31
worstPathRequired_ns = 1.76
cp-end-kind = "primary output"
crit_type = "reg -> out"
path_buffers = 1
path_delay_family = "flip-flops"
crit_chain = "buf_2"
path_max_fanout = 2
cp_num_cells = 1
worst_setup_path_start_kind = "flop"
arrival_ns = 1.81
r2r_cells = 5

[cells_and_area]
final_layout_top_logic_cells = "buf_4, inv_1, buf_2, dfxtp_2, clkbuf_4"
final_util_pct = 10.73
nFillCells = 403
lay_top_count = "buf_4"
fin_cells = 84
drive_gt1_share_pct = 50.00
comb_area_um2 = 102.6
synthToLayoutAreaGrowth_pct = 69.36
layout.area.seq_um2 = 85.08

[power_and_ir_drop]
leakage_nw = 0.1764
vdd.ir_drop.worst_uv = 183.0
cellPowerDensity_nw_per_um2 = 758.5

[floorplan]
die_width_um = 80
dieArea_um2 = 6400
num_rows = 21
io_pins = 7
die_h_um = 80
initCoreUtil_pct = 6.337
core_um2 = 3416

[hold_path]
hold-path-cell-count = 3
min_path_type = "reg -> reg"

[placed_design]
dpl.cell_count = 76
place_congestion = 0.7156
portBuffers = 6

[run_status]
status = "finished with violations"
violations = "setup timing"

[grt]
track_usage_pct = 1.806
antenna_found_initial = 0
grt_pass1_vias = 189
grt_pass1_wl_um = 821
grt_max_degree = 7
grt-ovfl-total = 0

[job]
cap_violations = 0
warning_count = 31
[path summary, 6_finish.rpt]
path	from	end	slack (ns)
max	s3.q	Q[3]	-0.05
min	s3.q	s3.q	0.60
max reg2reg	s1.q	s3.q	0.98
min reg2reg	s3.q	s3.q	0.60
[timing repair]
item,4_1_cts,5_1_grt
pin swaps,0,0
gates cloned,0,0
gates resized,17,0
setup endpoints to repair,7,4
setup buffers,2,0
[per-layer routing]
| metal | global-route usage (%) | share of wire [%] |
|---|---|---|
| met1 | 1.862 | 45 |
| met4 | 0.7042 | 0 |
| met3 | 3.295 | 29 |
| met5 | 0 | 0 |
| met2 | 1.364 | 26 |
[sequential cells by signal, summed over array words and instances (netlist names)]
signal	cells
s0.q	1
s3.q	1
s1.q	1
s2.q	1
[logic make-up (layout without fill, tap and decap cells)]
| logic type | count (synthesis) | after routing | share of synthesized area, % |
|---|---|---|---|
| XOR/XNOR | 2 | 2 | 8.094 |
| AND-OR/OR-AND | 2 | 2 | 5.202 |
| buffers and inverters | 5 | 19 | 15.61 |
| AND/OR/NAND/NOR | 9 | 9 | 24.86 |
| flip-flops | 4 | 4 | 37.00 |
| multiplexers | 2 | 2 | 9.249 |
[power breakdown]
part           switching (mW)  internal, mW  total [mW]
clock                  0.0475        0.0713       0.119
combinational          0.0255        0.0433      0.0688
sequential            0.00493        0.0856      0.0905
[layout make-up]
cell class | instances | share of cell area (%)
Sequential cell | 4 | 23.21
Timing Repair Buffer | 12 | 22.87
Clock inverter | 4 | 4.096
Multi-Input combinational cell | 15 | 27.99
Tap cell | 46 | 15.70
Clock buffer | 3 | 6.143
[Yosys cell counts, drive strengths merged]
master and instances:
a21oi 1, xor2 1, nand2b 2, nand2 2
buf 4, dfxtp 4, and2 2, nor3 1
a31oi 1, mux2i 2, xnor2 1, inv 1
and2b 1, nor4 1
[per-stage QoR]
step / total power, mW / TNS, ns / cell area (um2) / setup slack [ns]
3_3_place_gp: 0.1716 / -1.772 / 334.1 / -0.4067
2_1_floorplan: 0.1444 / 0 / 216.5 / 0.1759
3_5_place_dp: 0.1743 / -1.905 / 334.1 / -0.4249
5_1_grt: 0.3078 / -0.3324 / 366.6 / -0.1011
4_1_cts: 0.2861 / -0.2132 / 366.6 / -0.06809
6_report: 0.2781 / -0.1655 / 366.6 / -0.05197
Power and IR drop assume default switching activity.
