===== design/flow/config.mk =====
export PLATFORM = sky130hd
export DESIGN_NAME = comp4bit
export DESIGN_NICKNAME = comp4bit
export VERILOG_FILES = /design/flow/design.v
export SDC_FILE = /design/flow/constraint.sdc
export NUM_CORES = 4
export LEC_CHECK = 1
export CORE_AREA = 10 10 70 70
export DIE_AREA = 0 0 80 80

===== design/flow/constraint.sdc =====
current_design comp4bit

set clk_period 2.0
set clk_io_pct 0.2

create_clock -name clk0 -period $clk_period

set non_clock_inputs [all_inputs -no_clocks]
set_input_delay [expr $clk_period * $clk_io_pct] -clock clk0 $non_clock_inputs
set_output_delay [expr $clk_period * $clk_io_pct] -clock clk0 [all_outputs]

===== design/flow/design.v =====
module comp2bit(A, B, AeqB, AgtB, AltB);
	input [1:0]A;
	input [1:0]B;
	output AeqB,AgtB,AltB;
	wire [1:0]i;
	assign i = ~(A^B);
	assign AeqB = i[1]&i[0];
	assign AgtB = (A[1]&~B[1])|(i[1]&A[0]&~B[0]);
	assign AltB = ~(AeqB|AgtB);
endmodule
module comp4bit(a,b,aeqb,agtb,altb);
	input [3:0]a;
	input [3:0]b;
	output aeqb, agtb, altb;
	wire AeqB1, AgtB1, AltB1;
	comp2bit stage0(a[3:2], b[3:2], AeqB1, AgtB1, AltB1);
	comp2bit stage1(a[1:0], b[1:0], AeqB2, AgtB2, AltB2);
	assign aeqb = AeqB1 & AeqB2;
	assign agtb = AgtB1|(AeqB1 & AgtB2);
	assign altb = ~(aeqb|agtb);
endmodule

===== design/flow/run.sh =====
#!/bin/bash
# OpenROAD 26Q1-2900-gdf79404cd8, Yosys 0.63+post, stock flow scripts
make -C /OpenROAD-flow-scripts/flow DESIGN_CONFIG=/design/flow/config.mk WORK_HOME=/design/flow/orfs finish

==> flow_metrics.env <==
# flow metrics
export IMPL_status="finished clean"
export IMPL_grt_pass1_wl_um=834
export IMPL_drv_slew=0
export IMPL_period_used_pct=94.7
export IMPL_drive_above_1_share_pct=25.8
export IMPL_via_count=166
export IMPL_critical_path_class="input pin to primary output"
export IMPL_mux_area_share_pct=0
export IMPL_synth_warnings=3
export IMPL_grt_pass1_vias=176
export IMPL_die_h_um=80
export IMPL_simple_gate_share_pct=51.9
export IMPL_powerDensity_mw_per_mm2=174
export IMPL_drt_total_wl_um=545
export IMPL_cp_slowest_stage_delay_ns=0.26
export IMPL_synthXorXnorAreaFrac_pct=13.2
export IMPL_tool_warnings=32
export IMPL_layoutNonFillerInstCount=77
export IMPL_fp_row_count=21
export IMPL_flops=0
export IMPL_seq_area_frac_synth_pct=0
export IMPL_arrival_ns=1.49
export IMPL_hp_class="input pin to primary output"
export IMPL_cp_start_kind="input pin"
export IMPL_routabilityCongestion=0.580
export IMPL_min_from="b[0]"
export IMPL_fill_cells=408
export IMPL_wire_per_inst_um=7.08
export IMPL_setup_ws_ns=0.105
export IMPL_synth_cell_type_count=11
export IMPL_drv_cap=0
export IMPL_peakVddDrop_mv=0.0198
export IMPL_grt_setup_unrepaired="no"
export IMPL_synth_adder_area_share_pct=18.9
export IMPL_hold_viol=0
export IMPL_fmaxAchievable_mhz=528
export IMPL_final_min_clock_period_ns=1.89
export IMPL_crit_fanout=2
export IMPL_grt_max_degree=4
export IMPL_setup_viol=0
export IMPL_power_leakage_uw=0.000138
export IMPL_crit_path_frequent_cell="dlygate4sd2_1"
export IMPL_crit_chain="dlygate4sd2_1 -> ha_4 -> nor3b_2 -> nand2_1 -> and3b_1 -> dlygate4sd2_1"
export IMPL_yosys_area_um2=133
export IMPL_cp_required_ns=1.60
export IMPL_dp_cells=76
export IMPL_clkbuf_count=0
export IMPL_vias_per_cell=2.16
export IMPL_startpoint="a[1]"
export IMPL_die_w_um=80
export IMPL_dp_hpwl_um=493
export IMPL_initial_core_util_pct=3.88
export IMPL_top_area_share_pct=18.9
export IMPL_dpl_cell_area_um2=300
export IMPL_tightest_slew_ns=0.161
export IMPL_p_clk_share_pct=0
export IMPL_die_area_mm2=0.00640
export IMPL_topCombFamilyByArea="simple AND/OR/NAND/NOR gates"
export IMPL_antenna_cells=0
export IMPL_comb_power_share_pct=100.0
export IMPL_fin_tns_setup_ns=0
export IMPL_seq_area_um2=0
export IMPL_topCellsByArea="ha_1 19%, nand2b_1 14%, xor2_1 13%"
export IMPL_syn_to_final_growth_pct=151
export IMPL_p_int_uw=35.8
export IMPL_largest_area_cell="ha_1"
export IMPL_aoi_share_pct=10.4
export IMPL_placeableCoreArea_mm2=0.00342
export IMPL_pre_cts_ws_ns=-0.400
export IMPL_ioPinCount=11
export IMPL_slowest_stage="dlygate4sd2_1"
export IMPL_pwr_share_seq_pct=0
export IMPL_design_area_um2=333
export IMPL_timing_slew_headroom_pct=89.2
export IMPL_antenna_found_initial=0
export IMPL_postRouteAntennaNets=0
export IMPL_globalRouteOverflowTotal=0
export IMPL_avgSynthCellArea_um2=6.98
export IMPL_synth_area_um2=133
export IMPL_synthCells=19
export IMPL_drt_iter0_drc=9
export IMPL_p_sw_uw=22.0
export IMPL_finalPower_uw=57.9
export IMPL_first_pass_iters=2
export IMPL_port_buffers=11
export IMPL_grtUsageTotal_pct=1.69
export IMPL_switching_share_pct=38.1
export IMPL_drc=0
export IMPL_endpoint_kind="primary output"
export IMPL_ys_cells=19
==> kinds of logic after synthesis <==
kind of cell,Yosys count
AND/OR/NAND/NOR,11
AND-OR/OR-AND,2
XOR/XNOR,2
adder cells (fa/ha/maj),2
buffers and inverters,2
==> placed cells by master (no fill, tap or decap), drive strengths merged <==
cell | netlist | layout
dlymetal6s2s | 0 | 1
nand2 | 3 | 3
inv | 2 | 2
o2bb2ai | 1 | 1
nor3b | 1 | 1
dlygate4sd2 | 0 | 9
nand2b | 3 | 3
buf | 0 | 1
a21oi | 1 | 1
nor3 | 2 | 2
ha | 2 | 2
clkdlybuf4s50 | 0 | 1
and3b | 1 | 1
nand3b | 1 | 1
xor2 | 2 | 2
==> Yosys cell counts <==
cell	instances
nand2_1	3
nand2b_1	3
ha_1	2
inv_1	2
nor3_1	2
xor2_1	2
a21oi_1	1
and3b_1	1
nand3b_1	1
nor3b_2	1
o2bb2ai_1	1
==> metal layers <==
metal | up-vias | GRT usage, % | share of wire (%)
li1 | 89 | - | -
met1 | 72 | 2.11 | 42
met2 | 5 | 2.89 | 50
met3 | 0 | 0.568 | 7.3
met4 | 0 | 0 | 0
met5 | - | 0 | 0
==> power groups by stage <==
stage | Combinational [µW] | Sequential, µW | Clock (µW)
after global routing | 67.1 | 0 | 0
final | 57.9 | 0 | 0
after CTS | 59.4 | 0 | 0
==> worst max-delay path: cells and delay by family <==
family | cells | cell delay [ns]
buf+inv | 2 | 0.50
simple gates | 3 | 0.44
fa+ha+maj | 1 | 0.17
==> what timing repair did <==
action | in CTS | in global routing
pin swaps | 3 | 0
hold buffers | 0 | 0
setup endpoints to repair | 3 | 1
gates resized | 16 | 1
setup buffers | 2 | 0
==> path summary, 6_finish.rpt <==
path / to / slack (ns) / cells after the start
worst max-delay path: agtb / 0.11 / 6
worst min-delay path: altb / 1.38 / 5
==> per-stage QoR <==
stage / hold WS, ns / utilization [%]
floorplan: 0.937 / -
global placement: 1.90 / 8.79
detailed placement: 1.90 / 8.79
CTS: 1.53 / 9.67
global route: 1.45 / 9.74
finish: 1.38 / 9.74
==> layout make-up <==
cell class,instances,area (µm²),share of cell area (%)
repair buffers,12,109,32.7
well taps,46,57.6,17.3
inverters,2,7.51,2.26
multi-input cells,17,159,47.7
No activity file was given, so power comes from the tool's default toggle rates.
