===== flow/constraint.sdc =====
current_design qa

set clk_period 1.1
set clk_io_pct 0.2

create_clock -name clk0 -period $clk_period [get_ports {clk}]

set non_clock_inputs [all_inputs -no_clocks]
set_input_delay [expr $clk_period * $clk_io_pct] -clock clk0 $non_clock_inputs
set_output_delay [expr $clk_period * $clk_io_pct] -clock clk0 [all_outputs]

===== flow/config.mk =====
export PLATFORM = sky130hd
export DESIGN_NAME = qa
export DESIGN_NICKNAME = qa
export VERILOG_FILES = /design/flow/design.v
export SDC_FILE = /design/flow/constraint.sdc
export NUM_CORES = 4
export LEC_CHECK = 1
export CORE_AREA = 10 10 70 70
export DIE_AREA = 0 0 80 80

===== flow/run.sh =====
#!/bin/bash
# OpenROAD 26Q1-2900-gdf79404cd8, Yosys 0.63+post, stock flow scripts
make -C /OpenROAD-flow-scripts/flow DESIGN_CONFIG=/design/flow/config.mk WORK_HOME=/design/flow/orfs finish

===== flow/design.v =====
module qa(clk,clear,set,Q);
	input set,clk,clear;
	output [3:0] Q;
	dff s0(Q[0],clk,clear,set,Q[3]);
	dff s1(Q[3],clk,clear,~set,Q[2]);
	dff s2(Q[2],clk,clear,~set,Q[1]);
	dff s3(Q[1],clk,clear,~set,Q[0]);
endmodule
module dff(D,clk,clear,set,Q);
	input D,clk,set,clear;
	output reg Q;
	always @(posedge clk)
	begin
	if(!clear && set)
		Q <= 1;
	else if(!clear)
		Q <= 0;
	else
		Q <= D;
	end
endmodule

==> results.cfg <==
; generated from flow reports
[run_status]
outcome = finished clean

[floorplan]
num_rows = 21
core_area_mm2 = 0.00342
pin_count = 7
fp-utilization_pct = 4.58
die_area_mm2 = 0.00640
die_y_um = 80
die_width_um = 80

[routing]
dr_total_vias = 119
drt_iter0_drc = 5
drt_first_pass_iters = 2
drt_wl_total_um = 475
antennaDiodeCount = 0
drtAntennaViolNets = 0
avgRoutedWirePerCell_um = 7.09
vias_per_cell = 1.78
post-route-drc-count = 0

[global_routing]
antenna_found_initial = 0
gr-usage-met3_pct = 3.41
use_met2_pct = 1.36
busiest_layer = met3
grt.overflow.total = 0
grt_max_degree = 7
grt_pass1_vias = 153
grt_pass1_wl_um = 738
grt_util_met1_pct = 1.46
track_usage_pct = 1.69

[cells_and_area]
mostFrequentLayoutCell = dlygate4sd2_1
areaGrowthSynthToFinish_pct = 74.4
lay_top_cells = 4 x dlygate4sd2_1, 3 x clkbuf_4, 3 x dfxtp_2
drive_gt1_share_pct = 38.1
num-fill-cells = 400
fin_cells = 67
final_core_util_pct = 7.99

[sta]
period_minus_slack_ns = 1.03
max_freq_mhz = 969
tns_ns = 0
rsz0062_at_grt = no
finalClockSkew_ns = 0.000618
worst_pin_slew_ns = 0.254
slew_violations = 0
finalHoldViolations = 0
setup_viol = 0
slew_headroom_pct = 83.0
min_period_over_period_pct = 93.8

[logic_synthesis]
ys_seq_elements = 4
ys_warn_count = 1
syn-instance-count = 15
synth_area_um2 = 156
ys_cells = 15
area_leaders = dfxtp_1 51%, buf_4 19%, mux2_4 9.6%, mux2i_1 6.4%, o21ai_0 6.4%
avgSynthCellArea_um2 = 10.4
synth_seq_share_pct = 51.2
ys_area_um2 = 156
netlist.area_leader.share_pct = 51.2
ys_types = 7
top_area_cell = dfxtp_1

[clocking]
clk_path_buf_depth = 2
path_clk_slew_ns = 0.04
cts_buffers = 3
cts_sinks = 4
root_buffer = clkbuf_4
clock_latency_ns = 0.23
cts_tree = done
cts.htree.levels = 1
cts_resized = 7
cts_hold_buf = 0
postCtsSetupBuffers = 0

[worst_setup_path]
critPathRequiredTime_ns = 1.22
path_max_fanout = 6
worstSetupEndpointType = flip-flop
criticalPathCategory = in -> reg
start_kind = input port
timing.rr.start = s3.Q
slowest_delay_ns = 0.61
cp.arrival_ns = 1.15
cp_num_buf_inv = 1
cp-startpoint = clear
slowest_stage = clkdlybuf4s50_1
path_cells = clkdlybuf4s50_1 > mux2_4
cp_top_family = buffers and inverters

[placed_design]
gp_congestion = 0.660
dpl.cell_count = 64
io_buffers = 6

[run]
cap_violations = 0
warning_count = 25

[min_path]
hp-class = reg -> reg
hp-start = s2.Q

[power_and_ir_drop]
vdd_ir_drop_max_v = 0.000181
power_density_mw_per_mm2 = 1470
leakage_nw = 0.108
[cells in the mapped netlist]
library cell / number
inv_1: 1
mux2i_1: 1
dfxtp_1: 4
buf_4: 4
o21ai_0: 2
nand2_1: 2
mux2_4: 1
[final timing paths]
path                             end  slack [ns]  cells past startpoint
worst max-delay path            s0.Q        0.07                      2
worst min-delay path            s3.Q        0.47                      2
worst max register to register  s0.Q        0.43                      1
worst min register to register  s3.Q        0.47                      2
[layout make-up]
type                       count  area [um2]  share of cell area, %
tap                           46        57.6                   21.1
inverter                       1        3.75                   1.38
timing repair buffer           7        62.6                   22.9
multi-input combinational      6        42.5                   15.6
sequential                     4        83.8                   30.7
clock buffer                   3        22.5                   8.26
[state kept, by name (all words and copies together) (netlist names)]
signal	count
s2.Q	1
s1.Q	1
s3.Q	1
s0.Q	1
[stage by stage]
| stage | setup WS [ns] | hold slack (ns) | total power, mW | instance area (um2) |
|---|---|---|---|---|
| 5_1_grt | 0.0129 | 0.505 | 0.436 | 273 |
| 6_report | 0.0677 | 0.467 | 0.400 | 273 |
| 3_5_place_dp | -0.153 | 0.466 | 0.227 | 251 |
| 3_3_place_gp | -0.137 | 0.439 | 0.224 | 251 |
| 4_1_cts | 0.0594 | 0.470 | 0.411 | 273 |
| 2_1_floorplan | 0.454 | 0.315 | 0.198 | 156 |
[layer usage]
layer | vias to the layer above | share of wire, %
met4 | 0 | 0
met3 | 0 | 35
met1 | 54 | 39
met5 | - | 0
met2 | 9 | 26
li1 | 56 | -
[logic make-up (layout without fill, tap and decap cells)]
family	Yosys count	after routing	synth area share (%)
flops	4	4	51.2
buf+inv	5	11	21.6
compound gates	2	2	6.40
simple gates	2	2	4.80
mux	2	2	16.0
[power breakdown]
| group | switching (mW) | total [mW] | internal, mW |
|---|---|---|---|
| Sequential | 0.00762 | 0.171 | 0.163 |
| Clock | 0.0599 | 0.182 | 0.122 |
| Combinational | 0.0156 | 0.0472 | 0.0316 |
Power is estimated from default activity; no workload was simulated.
